`/design/flow/design.v`:
```
module alu(
	input [31:0] op1,
	input [31:0] op2,
	input [4:0] opcode,
	input [2:0] func3,
	input func7,
	output reg [31:0] compute_result,
	output reg compute_jb
);
	reg equal_signal, less_signal;
	always@(*)begin
		compute_result = 32'd0;
		compute_jb = 0;
		equal_signal = 0;
		less_signal = 0;
		case(opcode)
			5'b01100:begin
				case(func3)
					3'b000:begin
						if(func7)	compute_result = op1 - op2;  
						else	    compute_result = op1 + op2;  
					end
					3'b001:	compute_result = op1 <<op2[4:0];  
					3'b101:begin
						if(func7)	compute_result = $signed(op1) >>>op2[4:0];  
						else		compute_result = $signed(op1) >>op2[4:0];  
					end
					3'b010:	compute_result = ($signed(op1) < $signed(op2))? 32'd1 : 32'd0;  
					3'b011: compute_result = (op1 < op2)? 32'd1 : 32'd0;  
					3'b100:	compute_result = op1 ^ op2;  
					3'b110: compute_result = op1 | op2;  
					3'b111: compute_result = op1 & op2;  
				endcase
			end
			5'b00100:begin
				case(func3)
					3'b000:	compute_result = op1 + op2;  
					3'b001:	compute_result = op1 <<op2[4:0];  
					3'b101:begin
						if(func7)	compute_result = $signed(op1) >>>op2[4:0];  
						else 		compute_result = $signed(op1) >>op2[4:0];  
					end
					3'b010:	compute_result = ($signed(op1) < $signed(op2))? 32'd1 : 32'd0;  
					3'b011:	compute_result = (op1 < op2)? 32'd1 : 32'd0;  
					3'b100:	compute_result = op1 ^ op2;  
					3'b110:	compute_result = op1 | op2;  
					3'b111: compute_result = op1 & op2;  
				endcase
			end
			5'b11001:begin	 
				compute_result = op1 + 32'd4;
				compute_jb = 1;
			end
			5'b00000: compute_result = op1 + op2;  
			5'b01000: compute_result = op1 + op2;  
			5'b11000:begin
				case(func3)
					3'b000,3'b001:begin	 
						equal_signal = (op1 == op2)? 1'b1 : 1'b0;
						compute_jb = func3[0]^equal_signal;
					end	 
					3'b100,3'b101:begin  
						less_signal = ($signed(op1) < $signed(op2))? 1'b1 : 1'b0; 
						compute_jb = func3[0]^less_signal;
					end	
					3'b110,3'b111:begin	 
						less_signal = (op1 < op2)? 1'b1 : 1'b0;
						compute_jb = func3[0]^less_signal;
					end
				endcase
			end
			5'b01101: compute_result = {op2[31:12],12'b0};  
			5'b00101: compute_result = op1 + {op2[31:12],12'b0};  
			5'b11011:begin  
				compute_result = op1 + 32'd4;
				compute_jb = 1;
			end	
		endcase
	end
endmodule
```
`/design/flow/run.sh`:
```
#!/bin/bash
# OpenROAD 26Q1-2900-gdf79404cd8, Yosys 0.63+post, stock flow scripts
make -C /OpenROAD-flow-scripts/flow DESIGN_CONFIG=/design/flow/config.mk WORK_HOME=/design/flow/orfs finish
```
`/design/flow/config.mk`:
```
export PLATFORM = sky130hd
export DESIGN_NAME = alu
export DESIGN_NICKNAME = alu
export VERILOG_FILES = /design/flow/design.v
export SDC_FILE = /design/flow/constraint.sdc
export NUM_CORES = 4
export LEC_CHECK = 1
export CORE_UTILIZATION = 40
```
`/design/flow/constraint.sdc`:
```
current_design alu

set clk_period 10.8
set clk_io_pct 0.2

create_clock -name clk0 -period $clk_period

set non_clock_inputs [all_inputs -no_clocks]
set_input_delay [expr $clk_period * $clk_io_pct] -clock clk0 $non_clock_inputs
set_output_delay [expr $clk_period * $clk_io_pct] -clock clk0 [all_outputs]
```
==> summary.txt <==
run results: area of the mapped netlist between 0.01 and 0.015 mm2, Seq. cell area 0 um2, port bufs 106, cell internal pwr ~0.24 mW, Final Total Pwr between 0.6 and 0.7 mW, crit-path max FO 26, initial antenna violation count 1, sw frac a little over three fifths, Setup Viol. Count Final 0, core area 0.02635 mm2, placed inst area between 0.01 and 0.015 mm2, Min-Delay Path Class in -> out, most numerous logic cell after layout o21ai_0, VDD IR max approximately 0.026 mV, largest net degree at the start of global routing 56, Syn Area/Cell 6.677 um2, f_max between 100 and 150 MHz, total die size 0.02777 mm2, flop count 0, Initial Utilization between 40 and 50%, antenna-violating nets left 0, wire length per cell about 29 um, Post-synth seq share 0%, Gates resized, CTS repair 0, fin crit share between 80% and 90%, total global-route track usage around 41%, ys cells around 1600, final weighted congestion in routability-driven placement between 1 and 1.5, CLK BUF 0, fillers about 2700, Log Warnings about 97, max cap viols 0, Pleak approximately 4.6 nW, DIE HEIGHT about 170 um, Synth area leaders ha_1 11%, mux4_2 11%, o21ai_0 7.5%, CP top delay family buffers and inverters, Post-DP HPWL around 43000 um, logic area approximately 0.0098 mm2, Slowest-stage cell, CP ha_1, Area growth syn-to-layout 10.12%, nature of the critical path endpoint output port, startpoint type of the worst setup path input pin, row count ~60, status finished clean, DRC Markers 0, switching pwr 0.4055 mW, Tmin final approximately 9000 ps, CTS Hold Bufs 0, Max-area cell share between 10% and 20%, cells after synthesis between 1500 and 2000, Post-CTS Setup Inserts 0, layout cells sized above 1 roughly 8.6%, design area around 0.012 mm2, Worst slew margin a little under a third, Yosys chip area 0.01084 mm2, Ports between 100 and 150, Vias ~14000, global-route wire length before repair approximately 83000 um, final hold vios 0, Cell Type Count 88, Setup CP Type in -> out, most frequent cells in the layout 162 x o21ai_0, 161 x nand2_1, 156 x nor2_1, 137 x a21oi_1, 104 x inv_1, vias in the first global route roughly 13000, WHS about 5500 ps, total congestion overflow 0, PwrDens 54.04 mW/mm2, Final Max Tran Viols 0, largest area contributor in the netlist ha_1, Yosys warning total 1, vias per cell between 7 and 8, unrepaired setup endpoints after global routing false, Req. time, crit path approximately 8600 ps, WL final 56090 um, critical path arrival around 6800 ps, worst-path cell chain clkdlybuf4s50_1 > buf_4 > clkinv_1 > ha_1 > a221oi_1 > o21ai_0 > a311oi_2 > or4_4 > a31oi_1 > a31oi_1 > o311ai_1 > clkdlybuf4s50_1, largest stage delay on the critical path about 600 ps, initial drt markers 1752, setup TNS 0 ps, WP buf/inv 4, Pre-antenna DRT Iters 9, DIE WIDTH ~170 um, Least-Margin Pin Slew 1023 ps
cells by family after synthesis:
kind of cell / Yosys count / share of synthesized area, %
xor gates and xnor gates: 55 / 4.442
and+or+nand+nor: 522 / 22.51
muxes: 109 / 16.27
adders and majority gates: 101 / 11.86
buffers and inverters: 253 / 9.530
AOI/OAI and AO/OA: 584 / 35.39
area by class of cell:
type	instances	share of cell area (%)
timing repair buffer	140	10.83
tap	335	3.510
multi-input combinational	1371	82.21
inverter	109	3.426
antenna	1	0.02096
power by group through the flow:
stage / Sequential [mW] / Combinational [mW] / Clock (mW)
4_1_cts: 0 / 0.622 / 0
5_1_grt: 0 / 0.685 / 0
metal layers:
layer	global-route usage [%]	up-vias	wire length (um)
met5	0.1739	-	8
met4	14.73	2	2566
met3	10.63	162	6837
met2	60.60	1016	23820
met1	56.95	6487	22860
li1	-	6039	-
worst paths after layout:
kind | cells past startpoint | to | startpoint | slack, ps
setup / recovery | 12 | compute_result[24] | op2[4] | 1890
hold / removal | 4 | compute_result[0] | op1[0] | 5530
per-stage QoR:
step | std cells | util, % | setup WS (ps)
2_1_floorplan | 1624 | - | 3355
3_3_place_gp | 1955 | 45.30 | 2035
3_5_place_dp | 1955 | 45.30 | 2015
4_1_cts | 1955 | 45.30 | 1973
5_1_grt | 1955 | 45.30 | 1648
6_report | 1956 | 45.31 | 1892
worst min-delay path: cells and delay by family:
| kind | cells | cell delay, ps |
|---|---|---|
| buffers and inverters | 2 | 950 |
| AND-OR/OR-AND | 1 | 170 |
| AND/OR/NAND/NOR | 1 | 90 |
cells in the mapped netlist (9+ instances only):
library cell  instances
or3_1                15
o31ai_1              10
nand4_1              17
a22oi_1              12
nor4_1               13
nor2b_1              10
o21ai_0             162
a211oi_1             25
nand2_1             161
nor3_1               33
nand3_1              44
mux4_2               53
o211ai_1             24
xnor2_1              50
inv_1               104
buf_2                30
mux2i_1              48
a21o_1               14
nor2_1              156
ha_1                 98
and2_1               12
o21bai_1             15
o22ai_1              15
buf_1                16
a21oi_1             137
clkbuf_1             90
a31oi_1              24
nand2b_1             15
and3_1               17
a222oi_1              9
a221oi_1             25
o221ai_1             18
Power is estimated from default activity; no workload was simulated.
