### config.mk
export PLATFORM = sky130hd
export DESIGN_NAME = ID_reg_EX
export DESIGN_NICKNAME = ID_reg_EX
export VERILOG_FILES = /design/flow/design.v
export SDC_FILE = /design/flow/constraint.sdc
export NUM_CORES = 4
export LEC_CHECK = 1
export CORE_UTILIZATION = 30
### constraint.sdc
current_design ID_reg_EX

set clk_period 13.5
set clk_io_pct 0.2

create_clock -name clk0 -period $clk_period [get_ports {clk}]

set non_clock_inputs [all_inputs -no_clocks]
set_input_delay [expr $clk_period * $clk_io_pct] -clock clk0 $non_clock_inputs
set_output_delay [expr $clk_period * $clk_io_pct] -clock clk0 [all_outputs]
### run.sh
#!/bin/bash
# OpenROAD 26Q1-2900-gdf79404cd8, Yosys 0.63+post, stock flow scripts
make -C /OpenROAD-flow-scripts/flow DESIGN_CONFIG=/design/flow/config.mk WORK_HOME=/design/flow/orfs finish
### design.v
module ID_reg_EX(
	input clk,
	input rst,
	input stall,
	input flush,
	input ID_controller_mux_jb,
	input ID_controller_mux_op1,
	input ID_controller_mux_op2,
	input ID_controller_jb_prepare,
	input [3:0] ID_controller_dm_en,
	input ID_controller_mux_rd,
	input ID_controller_regfile_en,
	input [31:0] ID_pc,
	input [4:0] ID_decoder_opcode,
	input [2:0] ID_decoder_func3,
	input ID_decoder_func7,
	input [4:0] ID_decoder_rs1_index,
	input [4:0] ID_decoder_rs2_index,
	input [4:0] ID_decoder_rd_index,
	input [31:0] ID_rs1_data,
	input [31:0] ID_rs2_data,
	input [31:0] ID_extension_imm,
	output reg EX_controller_mux_jb,
	output reg EX_controller_mux_op1,
	output reg EX_controller_mux_op2,
	output reg EX_controller_jb_prepare,
	output reg [3:0] EX_controller_dm_en,
	output reg EX_controller_mux_rd,
	output reg EX_controller_regfile_en,
	output reg [31:0] EX_pc,
	output reg [4:0] EX_decoder_opcode,
	output reg [2:0] EX_decoder_func3,
	output reg EX_decoder_func7,
	output reg [4:0] EX_decoder_rs1_index,
	output reg [4:0] EX_decoder_rs2_index,
	output reg [4:0] EX_decoder_rd_index,
	output reg [31:0] EX_rs1_data,
	output reg [31:0] EX_rs2_data,
	output reg [31:0] EX_extension_imm 
);
	reg flush_buffer;
	always@(posedge clk)begin
		if(rst)begin
			EX_controller_dm_en <= 4'b0000;
			EX_controller_regfile_en <= 0;
			EX_controller_jb_prepare <= 0;
			flush_buffer <= 1;
		end else if(!stall)begin
			if(flush)	flush_buffer <= 1;
			else	 	flush_buffer <= 0;
			EX_controller_mux_jb <= ID_controller_mux_jb;
			EX_controller_mux_op1 <= ID_controller_mux_op1;
			EX_controller_mux_op2 <= ID_controller_mux_op2;
			if(flush|flush_buffer)begin 
				EX_controller_jb_prepare <= 0;
				EX_controller_dm_en <= 4'b0000;
				EX_controller_regfile_en <= 0;
			end else begin
				EX_controller_jb_prepare <= ID_controller_jb_prepare;
				EX_controller_dm_en <= ID_controller_dm_en;
				EX_controller_regfile_en <= ID_controller_regfile_en;
			end
			EX_controller_mux_rd <= ID_controller_mux_rd;
			EX_pc <= ID_pc;
			EX_decoder_opcode <= ID_decoder_opcode;
			EX_decoder_func3 <= ID_decoder_func3;
			EX_decoder_func7 <= ID_decoder_func7;
			EX_decoder_rs1_index <= ID_decoder_rs1_index;
			EX_decoder_rs2_index <= ID_decoder_rs2_index;
			EX_decoder_rd_index <= ID_decoder_rd_index;
			EX_rs1_data <= ID_rs1_data;
			EX_rs2_data <= ID_rs2_data;
			EX_extension_imm <= ID_extension_imm;
		end
	end
endmodule
==> results.json <==
{
  "setup_viol": 0,
  "lay_top_cells": "clkdlybuf4s50_1, edfxtp_1, clkbuf_16",
  "cts_tree": "built",
  "ys_sh_simple_pct": 1.91,
  "layout_top_cell": "clkdlybuf4s50_1",
  "cp.required_ns": 13.54,
  "finalPower_mw": 1.21,
  "fa_ha_area_share_pct": 0,
  "rsz0062_at_grt": "no",
  "grt_max_degree": 61,
  "r2r_slack_ns": 12.42,
  "initCoreUtil_pct": 31.0,
  "worstSkewPairLatency_ns": 0.42,
  "grt_pass1_wl_um": 16600,
  "powerDensity_nw_per_um2": 132,
  "top_logic_kind": "simple AND/OR/NAND/NOR gates",
  "grtUsageTotal_pct": 14.4,
  "irDropWorstVdd_mv": 0.0934,
  "drc": 0,
  "met1Wirelength_um": 4470,
  "wirelength_um": 12300,
  "io_pins": 328,
  "cts_buffers": 17,
  "synthCells": 186,
  "p_leak_nw": 3.14,
  "top_cell_area_share_pct": 94.2,
  "hp-class": "register to register",
  "hold_path_depth": 2,
  "cpPeakStageDelay_ns": 0.66,
  "crit_path_top_delay_cell": "clkdlybuf4s50_1",
  "area_delta_synth_final_pct": 83.9,
  "critPathArrivalTime_ns": 4.93,
  "pre_cts_slack_ns": 8.18,
  "post_cts_resized": 0,
  "std_cell_rows": 46,
  "gp_congestion": 0.812,
  "r2r_end": "EX_controller_regfile_en",
  "avgSynthCellArea_um2": 26.7,
  "drt_iter0_markers": 131,
  "ys_cells": 186,
  "htreeDepth": 4,
  "max_slew_margin_pct": 49.5,
  "synthMuxAreaShare_pct": 0,
  "dieArea_um2": 17100,
  "ys_ff": 163,
  "synth_cell_type_count": 10,
  "post_cts_buffers": 0,
  "run_status": "complete, no violations",
  "slew_viol_final": 0,
  "endpoint_kind": "register",
  "cts.root.buffer_cell": "clkbuf_16",
  "top_layer_used": "met4",
  "timing.setup.tns_ns": 0,
  "ys_warn_count": 1,
  "die_w_um": 131,
  "ant_nets": 0,
  "clk_path_buf_depth": 2,
  "worst_pin_slew_ns": 0.757,
  "cp-startpoint": "stall",
  "fp.dieH_um": 131,
  "yosysTopAreaCell": "edfxtp_1",
  "routed_via_density": 4.04,
  "core_um2": 16100,
  "fin_ws_ns": 8.62,
  "wl_per_cell_um": 16.1,
  "cp.depth": 4,
  "setup.worst_path.end": "EX_rs1_data[31]",
  "grt_pass1_vias": 2948,
  "ys_sh_aoi_pct": 0.805,
  "final-hold-violation-count": 0,
  "fmax_mhz": 205,
  "fin_crit_sh_pct": 36.2,
  "drive_gt1_share_pct": 6.41,
  "crit_type": "input pin to register",
  "path_clk_slew_ns": 0.06,
  "dr.pass1.iters": 3,
  "final_cells": 763,
  "netlist_area_um2": 4970,
  "cts_num_sinks": 163,
  "drv_cap": 0,
  "antenna_found_initial": 0,
  "seq_area_frac_synth_pct": 97.0,
  "yosys_area_um2": 4970,
  "overflow": 0,
  "hold_slack_ns": 0.487,
  "crit_buf_inv": 3,
  "worstReg2RegStart": "flush_buffer",
  "met3_length_um": 1450,
  "skew_ns": 0.00669,
  "xor_share_pct": 0,
  "ctsHoldBuffers": 0,
  "synthTopCellsByArea": "edfxtp_1, dfxtp_1, or4b_1",
  "cpMostUsedCell": "buf_4",
  "reg2regPathDepth": 2,
  "path_delay_family": "buffers and inverters",
  "vias": 3084,
  "hpwl_um": 9300,
  "period_needed_ns": 4.88,
  "tool_warnings": 25,
  "io_buffers": 327,
  "crit_fanout": 56,
  "crit_chain": "clkdlybuf4s50_1 > nor2_4 > buf_4 > buf_4",
  "dp.cells": 730,
  "start_kind": "input pin",
  "wl_met2_um": 6160
}
cell type report:
cell class                      instances  area [um2]
Fill cell                            1183        6910
Sequential cell                       163        4820
Timing Repair Buffer                  330        3300
Clock buffer                           19         433
Tap cell                              216         270
Clock inverter                         13         181
Multi-Input combinational cell         21         143
Antenna cell                            1        2.50
report_power, final:
part	leakage (nW)	internal, mW	switching (mW)
clock	0.299	0.309	0.186
sequential	1.52	0.591	0.00835
combinational	1.32	0.0903	0.0227
cells in the mapped netlist, drive strengths merged:
master	n
buf	1
and2b	1
or4b	6
nor2	1
nand2	6
clkbuf	1
a211o	1
a21oi	6
edfxtp	156
dfxtp	7
per-layer routing:
layer | vias up | track usage (%)
li1 | 1452 | -
met1 | 1434 | 19.6
met2 | 179 | 22.5
met3 | 19 | 7.05
met4 | 0 | 2.30
met5 | - | 0
sequential cells by signal (all words and copies together), names as in the netlist, 3 cells and up:
signal / cells
EX_extension_imm: 32
EX_pc: 32
EX_rs1_data: 32
EX_rs2_data: 32
EX_decoder_opcode: 5
EX_decoder_rd_index: 5
EX_decoder_rs1_index: 5
EX_decoder_rs2_index: 5
EX_controller_dm_en: 4
EX_decoder_func3: 3
worst min-delay path by stage:
| stage | startpoint | to | slack (ns) |
|---|---|---|---|
| CTS | EX_controller_dm_en[0] | EX_controller_dm_en[0] | 0.49 |
| global route | EX_controller_dm_en[2] | EX_controller_dm_en[2] | 0.50 |
| finish | EX_controller_dm_en[2] | EX_controller_dm_en[2] | 0.49 |
cells by family after synthesis:
kind of cell	after synthesis
AOI/OAI and AO/OA	7
buffers and inverters	2
DFF	163
and+or+nand+nor	14
through the flow:
stage	utilization, %	area [um2]
2_1_floorplan	-	4970
3_3_place_gp	53.1	8530
3_5_place_dp	53.1	8530
4_1_cts	57.0	9150
5_1_grt	57.0	9150
6_report	57.0	9150
tightest hold or removal path, delay by kind of cell (launching register included):
kind / cells / cell delay, ns
flip-flops: 1 / 0.32
AND/OR/NAND/NOR: 1 / 0.06
AND-OR/OR-AND: 1 / 0.06
Power is estimated from default activity; no workload was simulated.
