$ cat flow/config.mk
export PLATFORM = sky130hd
export DESIGN_NAME = MEM_reg_WB
export DESIGN_NICKNAME = MEM_reg_WB
export VERILOG_FILES = /design/flow/design.v
export SDC_FILE = /design/flow/constraint.sdc
export NUM_CORES = 4
export LEC_CHECK = 1
export CORE_UTILIZATION = 40
$ cat flow/constraint.sdc
current_design MEM_reg_WB

set clk_period 2.9
set clk_io_pct 0.2

create_clock -name clk0 -period $clk_period [get_ports {clk}]

set non_clock_inputs [all_inputs -no_clocks]
set_input_delay [expr $clk_period * $clk_io_pct] -clock clk0 $non_clock_inputs
set_output_delay [expr $clk_period * $clk_io_pct] -clock clk0 [all_outputs]
$ cat flow/design.v
module MEM_reg_WB(
	input clk,
	input rst,
	input MEM_controller_mux_rd,
	input MEM_controller_regfile_en,
	input [2:0] MEM_docoder_func3,
	input [4:0] MEM_decoder_rd_index,
	input [31:0] MEM_dm_dataout,
	input [31:0] MEM_alu_result,
	input fd_unit_lock_signal,
	input fd_unit_need_lock_num,
	input [31:0] forward_data_from_wb_mux,
	output reg WB_controller_mux_rd,
	output reg WB_controller_regfile_en,
	output reg [2:0] WB_docoder_func3,
	output reg [4:0] WB_decoder_rd_index,
	output reg [31:0] WB_dm_dataout,
	output reg [31:0] WB_alu_result,
	output reg [31:0] lock_data,
	output reg lock_ford_signal,
	output reg lock_ford_rs
);
	always@(posedge clk)begin
		if(rst)	WB_controller_regfile_en <= 0;
		else begin
			WB_controller_mux_rd <= MEM_controller_mux_rd;
			WB_controller_regfile_en <= MEM_controller_regfile_en;
			WB_docoder_func3 <= MEM_docoder_func3;
			WB_decoder_rd_index <= MEM_decoder_rd_index;
			WB_dm_dataout <= MEM_dm_dataout;
			WB_alu_result <= MEM_alu_result;
			if(fd_unit_lock_signal)begin 
				lock_data <= forward_data_from_wb_mux;
				lock_ford_signal <= 1;
				lock_ford_rs <= fd_unit_need_lock_num;
			end else begin
				lock_ford_signal <= 0;
			end
		end
	end
endmodule
$ cat flow/run.sh
#!/bin/bash
# OpenROAD 26Q1-2900-gdf79404cd8, Yosys 0.63+post, stock flow scripts
make -C /OpenROAD-flow-scripts/flow DESIGN_CONFIG=/design/flow/config.mk WORK_HOME=/design/flow/orfs finish
==> flow_metrics.env <==
# physical design summary
export IMPL_critPathKind="flop to output pin"
export IMPL_drc=0
export IMPL_std_cell_rows=32
export IMPL_finalNonFillerCells=447
export IMPL_period_needed_ps=1780
export IMPL_final_cell_area_sq_um=5810
export IMPL_grt_pass1_vias=1852
export IMPL_syn_area_sq_um=3250
export IMPL_ys_async_sr_fraction=0
export IMPL_cts_post_setup_buffers_inserted=0
export IMPL_synth_cell_types=4
export IMPL_htree_levels=3
export IMPL_synth_warnings=1
export IMPL_top_area_frac=0.989
export IMPL_p_leak_nw=2.03
export IMPL_core_area_sq_um=7810
export IMPL_n_antenna_cell=0
export IMPL_firstDrtPassIters=4
export IMPL_clkTransAtPathRegs_ps=100
export IMPL_avgSynthCellArea_sq_um=29.3
export IMPL_ys_ff=108
export IMPL_cts_resized=0
export IMPL_dieHeight_um=92.1
export IMPL_cp_top_family="buffers and inverters"
export IMPL_top_cells_by_count="edfxtp_1, nor2b_1, dfxtp_1, inv_1"
export IMPL_worst_pin_slew_ps=405
export IMPL_clockRootBuffer="clkbuf_8"
export IMPL_num_vias=1919
export IMPL_place_area_sq_um=5580
export IMPL_io_pins=218
export IMPL_fp_util=0.416
export IMPL_hold_viol_final=0
export IMPL_setup_tns_ps=0
export IMPL_slew_violations=0
export IMPL_cpMaxStageDelayCell="clkdlybuf4s50_1"
export IMPL_numClockSinks=108
export IMPL_chipArea_sq_um=8490
export IMPL_setup_viol=0
export IMPL_cts_tree="built"
export IMPL_grt_overflow=0
export IMPL_dp_hpwl_um=5370
export IMPL_crit_buf_inv=1
export IMPL_wl_per_cell_um=16.1
export IMPL_viasPerCell=4.29
export IMPL_synth_area_top_cells="edfxtp_1, dfxtp_1, nor2b_1"
export IMPL_ir_drop_mv=0.296
export IMPL_power_per_cell_area_nw_per_um2=563
export IMPL_max_stage_delay_ps=480
export IMPL_grt_start_max_net_pins=75
export IMPL_grt_usage=0.188
export IMPL_max_freq_mhz=563
export IMPL_ys_cells=111
export IMPL_worstPathRequired_ps=2320
export IMPL_maxCapViolCount=0
export IMPL_warnings=26
export IMPL_hold_buffers=0
export IMPL_ant_nets=0
export IMPL_whs_ps=778
export IMPL_syn2layout_area_growth_pct=78.8
export IMPL_cp_data_arrival_time_ps=1200
export IMPL_timing_slew_headroom=0.730
export IMPL_grt_pass1_wl_um=10700
export IMPL_drt_wl_total_um=7180
export IMPL_place_congestion=0.805
export IMPL_status="complete, no violations"
export IMPL_synth_seq_share=0.995
export IMPL_worstHoldPathType="input port to flop"
export IMPL_most_common_cell="edfxtp_1"
export IMPL_edf_count=107
export IMPL_max_clock_path_buffers=2
export IMPL_start_kind="flop"
export IMPL_placedCellCount=432
export IMPL_cp_cell_sequence="clkdlybuf4s50_1"
export IMPL_rsz0062_at_grt="false"
export IMPL_syn_inst=111
export IMPL_crit_path_end_kind="output pin"
export IMPL_flop_cell="edfxtp_1"
export IMPL_drive_gt1_frac=0.0493
export IMPL_power_mw=3.27
export IMPL_fillCellCount=509
export IMPL_die_w_um=92.1
export IMPL_min_period_over_period=0.613
export IMPL_timing_critical_path_fanout_max=1
export IMPL_antenna_found_initial=0
export IMPL_port_buffers=217
export IMPL_numCtsBuffers=9
export IMPL_ys_area_sq_um=3250
export IMPL_drt_initial_drc_count=36
export IMPL_yosysTopAreaCell="edfxtp_1"
[state kept, by name (all words and copies together) (netlist names)]
signal / count
WB_controller_regfile_en: 1
WB_docoder_func3: 3
lock_data: 32
WB_dm_dataout: 32
lock_ford_signal: 1
WB_alu_result: 32
WB_decoder_rd_index: 5
WB_controller_mux_rd: 1
lock_ford_rs: 1
[metrics by stage]
step | utilization | worst slack [ps]
floorplan | - | 396
global placement | 0.715 | 1000
detailed placement | 0.715 | 974
CTS | 0.744 | 1100
global route | 0.744 | 1070
finish | 0.744 | 1120
[cell type report]
cell class | instances | area [sq um] | share of cell area
sequential | 108 | 3230 | 0.557
timing repair buffer | 219 | 2200 | 0.379
clock buffer | 11 | 131 | 0.0226
tap | 102 | 128 | 0.0220
clock inverter | 4 | 98.8 | 0.0170
multi-input combinational | 2 | 15.0 | 0.00258
inverter | 1 | 3.75 | 0.000646
[cell families (layout without fill, tap and decap cells)]
family / count (synthesis) / after routing / synth area share
and+or+nand+nor: 2 / 2 / 0.00385
DFF: 108 / 108 / 0.995
buffers and inverters: 1 / 235 / 0.00115
[placed cells by master (no fill, tap or decap)]
cell type,count
bufinv_16,3
edfxtp_1,107
clkbuf_8,9
buf_4,1
buf_12,1
nor2b_1,1
clkinv_4,1
dfxtp_1,1
inv_2,1
nor2b_2,1
clkdlybuf4s50_1,217
clkbuf_1,2
[final timing paths]
| check | slack, ps | depth (start not counted) | end | startpoint |
|---|---|---|---|---|
| hold / removal | 780 | 1 | WB_alu_result[18] | MEM_alu_result[18] |
| setup / recovery | 1120 | 1 | lock_data[9] | lock_data[9] |
[report_power, final]
part | total [mW] | internal [mW] | switching, mW | leakage (nW)
Sequential | 1.87 | 1.84 | 0.0264 | 1.04
Combinational | 0.372 | 0.304 | 0.0679 | 0.873
Clock | 1.03 | 0.572 | 0.456 | 0.114
[metal layers]
metal  track usage  vias up  part of all wire
li1              -      903                 -
met1         0.305      912              0.36
met2         0.299       93              0.54
met3        0.0523       11             0.079
met4        0.0286        0             0.019
met5             0        -                 0
Power figures rest on the tool's default switching activity, not on a simulated workload.
